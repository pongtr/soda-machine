===== design/flow/config.mk =====
export PLATFORM = sky130hd
export DESIGN_NAME = sodamachinelab
export DESIGN_NICKNAME = sodamachinelab
export VERILOG_FILES = /design/flow/design.v
export SDC_FILE = /design/flow/constraint.sdc
export NUM_CORES = 4
export LEC_CHECK = 1
export CORE_AREA = 10 10 76 76
export DIE_AREA = 0 0 86 86

===== design/flow/constraint.sdc =====
current_design sodamachinelab

set clk_period 2.6
set clk_io_pct 0.2

create_clock -name clk0 -period $clk_period [get_ports {clock}]

set non_clock_inputs [all_inputs -no_clocks]
set_input_delay [expr $clk_period * $clk_io_pct] -clock clk0 $non_clock_inputs
set_output_delay [expr $clk_period * $clk_io_pct] -clock clk0 [all_outputs]

===== design/flow/design.v =====
module sodamachinelab (
	 input wire GPIO_0_PIN_13,
	 input wire GPIO_0_PIN_15,
	 input wire GPIO_0_PIN_17,
	 input wire GPIO_0_PIN_19,
	 input wire GPIO_0_PIN_21,
	 input wire GPIO_0_PIN_23,
	 input wire GPIO_0_PIN_25,
	 input wire GPIO_0_PIN_27,
	 input wire GPIO_0_PIN_31,
	 input wire GPIO_0_PIN_32,
	 input wire GPIO_0_PIN_33,
	 input wire GPIO_0_PIN_34,
	 input wire GPIO_0_PIN_35,
	 input wire GPIO_0_PIN_36,
	 input wire GPIO_0_PIN_37,
	 input wire GPIO_0_PIN_38,
	 output wire GPIO_0_PIN_14,
	 output wire GPIO_0_PIN_16,
	 output wire GPIO_0_PIN_18,
	 output wire GPIO_0_PIN_20,
	 output wire GPIO_0_PIN_22,
	 output wire GPIO_0_PIN_24,
	 output wire GPIO_0_PIN_26,
	 output wire GPIO_0_PIN_28,
	 input wire GPIO_1_PIN_13,
	 input wire GPIO_1_PIN_15,
	 input wire GPIO_1_PIN_17,
	 input wire GPIO_1_PIN_19,
	 input wire GPIO_1_PIN_21,
	 input wire GPIO_1_PIN_23,
	 input wire GPIO_1_PIN_25,
	 input wire GPIO_1_PIN_27,
	 output wire GPIO_1_PIN_14,
	 output wire GPIO_1_PIN_16,
	 output wire GPIO_1_PIN_18,
	 output wire GPIO_1_PIN_20,
	 output wire GPIO_1_PIN_22,
	 output wire GPIO_1_PIN_24,
	 output wire GPIO_1_PIN_26,
	 output wire GPIO_1_PIN_28,
	 output wire [7:0] ledg,
	 output wire [9:0] ledr,
	 input wire [3:0] key,
	 input wire [9:0] sw,
	 input wire clock
);
wire [7:0] CAM;
wire [7:0] soldoutsw;
reg [7:0] vendingmotors;
wire [6:0] selectsw;
wire coinchanger;
wire [7:0] soldoutled;
assign CAM[0] = 1;
assign CAM[1] = 1; 
assign CAM[2] = sw[0]; 
assign CAM[3] = 1; 
assign CAM[4] = 1; 
assign CAM[5] = 1; 
assign CAM[6] = 1; 
assign CAM[7] = 1; 
assign soldoutsw[0] = 1;
assign soldoutsw[1] = 1; 
assign soldoutsw[2] = sw[1]; 
assign soldoutsw[3] = 1; 
assign soldoutsw[4] = 1; 
assign soldoutsw[5] = 1; 
assign soldoutsw[6] = 1; 
assign soldoutsw[7] = 1; 
assign ledg[0] = vendingmotors[2];
assign selectsw[0] = 0;
assign selectsw[1] = sw[2]; 
assign selectsw[2] = 0; 
assign selectsw[3] = 0; 
assign selectsw[4] = 0; 
assign selectsw[5] = 0; 
assign selectsw[6] = 0; 
assign coinchanger = sw[3];
assign ledr[6:0] = Sreg;
assign ledr[9:7] = Xnext;
reg [6:0] Sreg, Snext;					 
reg [2:0] Xreg, Xnext;					 
assign soldoutled[0] 	= ~(soldoutsw[0] & soldoutsw[1]);
assign soldoutled[7:2]	= ~(soldoutsw[6:1]);
parameter [4:0] 	WAIT	= 5'b00001,
						SC1	= 5'b00100,
						SC17	= 5'b00101,
						SC175	= 5'b00110,
						VEND	= 5'b00111,
						SEL0	= 5'b10000,  
						V0		= 5'b11000,
						V1		= 5'b11001,
						SEL1	= 5'b10001,
						SEL2	= 5'b10010,
						SEL3	= 5'b10011,
						SEL4	= 5'b10100,
						SEL5	= 5'b10101,
						SEL6	= 5'b10110,
						SEL	= 5'b01001,
						VENX	= 5'b01010,
						CA1X	= 5'b01011,
						CA2X	= 5'b01100,
						CA3X	= 5'b01101,
						CA4X	= 5'b01110;
always @ (posedge clock) begin
	Sreg <= Snext;
	Xreg <= Xnext;
end
always @ (Sreg, CAM [7:0], soldoutsw[7:0], selectsw[6:0], coinchanger, Xreg) begin
	case (Sreg)
		WAIT:		if (coinchanger == 1)		Snext = VEND;
					else if (selectsw[0]==1)	Snext = SC1;
					else								Snext = WAIT;
		SC1:		if (coinchanger==1)			Snext = VEND;
					else if (selectsw[6]==1)	Snext = SC17;
					else								Snext = WAIT;
		SC17:		if (coinchanger==1)			Snext = VEND;
					else if (selectsw[4]==1)	Snext = SC175;
					else if (selectsw[0]==1)	Snext = SC1;
					else								Snext = WAIT;
		SC175:	if (coinchanger==1)			Snext = VEND;
					else if (selectsw[1]==1)	Snext = VEND;
					else if (selectsw[0]==1)	Snext = SC1;
					else								Snext = WAIT;
		VEND:		if (selectsw[0]==1)			Snext = SEL0;
					else if (selectsw[1]==1)	Snext = SEL1;
					else if (selectsw[2]==1)	Snext = SEL2;
					else if (selectsw[3]==1)	Snext = SEL3;
					else if (selectsw[4]==1)	Snext = SEL4;
					else if (selectsw[5]==1)	Snext = SEL5;
					else if (selectsw[6]==1)	Snext = SEL6;
					else								Snext = VEND;
		SEL0: 	if (soldoutsw[0]==1
							&& soldoutsw[1]==1)	Snext = VEND;  
					else if (soldoutsw[0]==0)	Snext = V0;  
					else if (soldoutsw[1]==0)	Snext = V1;  
		V0:		if (soldoutsw[0]==1)			Snext = VEND;
					else 								Snext = VENX;
		V1:		if (soldoutsw[1]==1)			Snext = VEND;
					else 								Snext = VENX;
		SEL1:		if (soldoutsw[2]==1)			Snext = VEND;
					else								Snext = VENX;
		SEL2:		if (soldoutsw[3]==1)			Snext = VEND;
					else								Snext = VENX;
		SEL3:		if (soldoutsw[4]==1)			Snext = VEND;
					else								Snext = VENX;
		SEL4:		if (soldoutsw[5]==1)			Snext = VEND;
					else								Snext = VENX;
		SEL5:		if (soldoutsw[6]==1)			Snext = VEND;
					else								Snext = VENX;
		SEL6:		if (soldoutsw[7]==1)			Snext = VEND;
					else								Snext = VENX;
		VENX:		if (CAM[Xreg]==0)				Snext = CA1X;
					else								Snext = VENX;
		CA1X:		if (CAM[Xreg]==1)				Snext = CA2X;
					else								Snext = CA1X;
		CA2X:		if (CAM[Xreg]==0)				Snext = CA3X;
					else								Snext = CA2X;
		CA3X:		if (CAM[Xreg]==1)				Snext = CA4X;
					else								Snext = CA3X;
		CA4X:		Snext = WAIT;
		default	Snext = Sreg;
	endcase
end
always @ (Sreg)
	case (Sreg)
		WAIT:   	begin Xnext = 0; end 
		V0:		begin Xnext = 0; end
		V1:		begin Xnext = 1; end
		SEL1:		begin Xnext = 2; end
		SEL2:		begin Xnext = 3; end
		SEL3:		begin Xnext = 4; end
		SEL4:		begin Xnext = 5; end
		SEL5:		begin Xnext = 6; end
		SEL6:		begin Xnext = 7; end
		VENX:		begin Xnext = Xreg; end
		default	Xnext = Xreg; 
	endcase
always @ (Sreg)
	case (Sreg)
		VENX, CA1X, CA2X, CA3X: vendingmotors[Xreg] = 1;
		default vendingmotors[7:0] = 0;
	endcase
endmodule

===== design/flow/run.sh =====
#!/bin/bash
# OpenROAD 26Q1-2900-gdf79404cd8, Yosys 0.63+post, stock flow scripts
make -C /OpenROAD-flow-scripts/flow DESIGN_CONFIG=/design/flow/config.mk WORK_HOME=/design/flow/orfs finish

==> changes_impl.md <==
## Implementation

* Final ANT Viol Nets at 0
* Switching part of the total at 0.416
* Total DRC errors in the routed layout at 0
* Yosys warns at 24
* Global placement routability congestion at 0.840
* Final setup violation count at 0
* Met2 GRT Util at 0.0771
* Net switching power figure at 0.535 mW
* Area share of the largest cell type after synthesis at 0.218
* Root Driver: sky130_fd_sc_hd__clkbuf_8
* OpenROAD warning count at 60
* Part of the total power dissipated in the clock network at 0.122
* Register bit count reported by yosys at 9
* Clock latency reported for the late side of the worst-skew pair at 0.23 ns
* Combined area of the multi-input logic cells at 494 um^2
* Storage cell area at 225 um^2
* Number of hold violations in the final report at 0
* Yosys cell count at 110
* Clock buffers created by TritonCTS at 3
* Mean post-synth cell area at 8.12 um^2
* Fraction of final layout cells with drive strength greater than 1 at 0.140
* First DRT Iteration DRCs at 126
* Dominant synthesized flop cell: sky130_fd_sc_hd__edfxtp_1
* Yosys top cell by area: sky130_fd_sc_hd__buf_4
* Yosys chip area at 893 um^2
* RR Startpoint: Sreg[3]$_DFFE_PP_
* Sequential Power Share at 0.239
* Maximum count of clock buffers along a single path at 2
* Clock transition at path regs at 0.04 ns
* Register-to-register path setup slack at 0.66 ns
* Row count at 23
* Busiest metal layer after global routing: met1
* Comb power frac at 0.639
* Element type at the critical path start: flip-flop
* Max Clk Rate at 396 MHz
* Clock Skew at 0.00360 ns
* Met1 track demand over resource in global routing at 0.0799
* Transition time at the pin with the least slew margin at 0.601 ns
* Final wirelength at 2.13 mm
* Number of flops mapped to enable cells by yosys at 5
* Unrepaired setup endpoints after global routing: yes
* Count of unclocked register or latch pins at 1
* Crit Path Max Fanout at 7
* Die Ht at 86 um
* Global routing usage summed across all routing layers at 0.0543
* Maximum number of pins on one net before global-route repair at 16
* Fraction of registers with async set or reset after synthesis at 0
* Met3 routing resource usage after global routing at 0.0133
* Class of the tightest hold or removal check: flip-flop to flip-flop
* Number of antenna repair diodes at 0
* Crit. End Element: primary output
* Average wire per standard cell at 11.9 um
* Floorplan utilization at 0.217
* Commonest cells in the netlist: sky130_fd_sc_hd__buf_4 (26), sky130_fd_sc_hd__a21oi_1 (11), sky130_fd_sc_hd__nand2_1 (8)
* Critical path destination: ledr[8]
* Core Box Area at 4120 um^2
* Startpoint of the most critical setup path: Sreg[3]$_DFFE_PP_
* Count of endpoints without a timing constraint at 2
* Worst Hold Margin at 0.560 ns
* Clock period minus worst slack at 2.52 ns
* Worst EP required at 2.08 ns
* Peak supply drop at 0.000249 V
* Internal power consumption at 0.752 mW
* Static leakage at 0.466 nW
* Buffers added on ports at 13
* Number of primary I/O pins at 73
* Synthesized area at 893 um^2
* H-tree levels at 1
* Count of mapped cells out of synthesis at 110
* Tcrit/Tclk final at 0.971
* Start-to-end type of the worst setup path: flip-flop to primary output
* Max-slew violation total from the final report at 0
* # fillers at 444
* CP arrival at 2.00 ns
* Result of the run: complete, no violations
* TritonCTS clock tree: yes
* Most instantiated library cell after synthesis: sky130_fd_sc_hd__buf_4
* Global-route wire length before repair at 3.44 mm
* Antenna violations before repair at 0
* Residual overflow from global routing at 0
* Number of cells on the worst reg-to-reg path at 5
* Growth of design area from synthesis to finish at 17.9%
* Tot Pwr at 1.29 mW
* Max-cap violations at 0
* Overall chip area at 7400 um^2
* Number of global-route vias before repair at 745
* Synth cell types at 41
* First-pass iteration count of the detailed router at 4
* PwrDens at 1220 nW/um^2
* Capturing point of the worst reg2reg path: Sreg[2]$_DFFE_PP_
* Post-detail-place hpwl at 1.71 mm
* Max-slew headroom at the worst pin at 0.597
* Die boundary width at 86 um
* Via density per instance at 4.18
* Top area cells in the synthesized netlist: sky130_fd_sc_hd__buf_4 (22%), sky130_fd_sc_hd__edfxtp_1 (17%), sky130_fd_sc_hd__dfxtp_1 (6.7%)
* Via count of the routed design at 749
logic make-up (layout without fill, tap and decap cells):
| kind of cell | Yosys count | in the layout | share of synthesized area |
|---|---|---|---|
| other cells | 1 | 25 | 0.00420 |
| simple gates | 30 | 30 | 0.175 |
| latches | 1 | 1 | 0.0168 |
| flops | 8 | 8 | 0.235 |
| mux | 2 | 2 | 0.0238 |
| compound gates | 29 | 29 | 0.223 |
| buf+inv | 37 | 32 | 0.303 |
| xor+xnor | 2 | 2 | 0.0196 |
cells in the final DEF (no fill, tap or decap), types with 2 or more instances in the layout:
cell type,n
sky130_fd_sc_hd__nor2b_1,2
sky130_fd_sc_hd__dfxtp_1,3
sky130_fd_sc_hd__nor4_1,2
sky130_fd_sc_hd__clkbuf_8,3
sky130_fd_sc_hd__o22ai_1,3
sky130_fd_sc_hd__inv_1,5
sky130_fd_sc_hd__a31oi_1,2
sky130_fd_sc_hd__nand2_1,8
sky130_fd_sc_hd__conb_1,25
sky130_fd_sc_hd__a21oi_1,11
sky130_fd_sc_hd__nor2_1,6
sky130_fd_sc_hd__nand3_1,5
sky130_fd_sc_hd__clkdlybuf4s50_1,12
sky130_fd_sc_hd__nand2b_1,2
sky130_fd_sc_hd__edfxtp_1,5
sky130_fd_sc_hd__buf_4,10
flip-flops by register name, indices dropped and copies added, names as in the netlist:
name / count
Sreg: 5
Xreg: 3
ledg: 1
power by group through the flow:
stage | Clock (mW) | Sequential, mW | Combinational [mW]
CTS | 0.162 | 0.311 | 0.820
finish | 0.157 | 0.307 | 0.822
global route | 0.168 | 0.319 | 0.934
how the worst min path moves through the flow:
stage,start,to,slack (ns),cells after the start
CTS,Xreg[2]$_DFF_P_,Xreg[2]$_DFF_P_,0.58,1
global route,Xreg[2]$_DFF_P_,Xreg[2]$_DFF_P_,0.59,1
finish,Xreg[2]$_DFF_P_,Xreg[2]$_DFF_P_,0.56,1
final cells by class:
type                            instances  share of cell area
Multi-Input combinational cell         88               0.469
Sequential cell                         9               0.214
Timing Repair Buffer                   23               0.197
Tap cell                               50              0.0594
Clock buffer                            4              0.0428
Inverter                                5              0.0178
worst max-delay path: stages (launching register included):
cell                              delay, ns
sky130_fd_sc_hd__edfxtp_1              0.44
sky130_fd_sc_hd__buf_4                 0.17
sky130_fd_sc_hd__buf_4                 0.15
sky130_fd_sc_hd__inv_1                 0.09
sky130_fd_sc_hd__nor2_1                0.06
sky130_fd_sc_hd__a2111oi_2             0.24
sky130_fd_sc_hd__buf_4                 0.17
sky130_fd_sc_hd__clkdlybuf4s50_1       0.46
per-layer routing:
| layer | up-vias | wire length, um |
|---|---|---|
| met3 | 2 | 168 |
| li1 | 379 | - |
| met1 | 325 | 1040 |
| met2 | 43 | 896 |
| met5 | - | 0 |
| met4 | 0 | 30 |
stage by stage:
step	worst slack, ns	util	TNS, ns	instance area (um^2)	cells
after CTS	0.0391	0.254	0	1040	178
after detailed placement	0.135	0.239	0	985	173
final	0.0755	0.256	0	1050	179
after global placement	0.107	0.239	0	985	173
after floorplan	0.905	-	0	983	134
after global routing	-0.0630	0.256	-0.0824	1050	179
timing repair:
item | in CTS | in global routing
buffers inserted | 1 | 1
gates resized | 2 | 2
endpoints found under the setup margin | 1 | 2
hold buffers | 0 | 0
pin swaps | 1 | 0
Power figures rest on the tool's default switching activity, not on a simulated workload.
